--- /design/flow/run.sh ---
#!/bin/bash
# OpenROAD 26Q1-2900-gdf79404cd8, Yosys 0.63+post, stock flow scripts
make -C /OpenROAD-flow-scripts/flow DESIGN_CONFIG=/design/flow/config.mk WORK_HOME=/design/flow/orfs finish
--- /design/flow/config.mk ---
export PLATFORM = sky130hd
export DESIGN_NAME = DM
export DESIGN_NICKNAME = DM
export VERILOG_FILES = /design/flow/design.v
export SDC_FILE = /design/flow/constraint.sdc
export NUM_CORES = 4
export LEC_CHECK = 1
export CORE_UTILIZATION = 50
--- /design/flow/design.v ---
`timescale 1ns / 1ps
module PC(clk, rst, update, pc, stall);
    input clk;
    input rst;
    input update;
    input stall;
    output reg[31:0] pc;
    parameter increment = 32'd4;
    initial begin
        pc = 32'd92;
    end
    always @(posedge clk or posedge rst) begin
        if(stall != 1 ) begin
            pc <= pc + increment; 
        end    
    end
endmodule
module IM(clk,pc,instr);
	input clk;
	input[31:0] pc;
	output reg[31:0] instr;
	reg [31:0] memory [0:255];
	integer addr;
	initial
		begin
			memory[100] = 32'b000000_00001_00010_00011_00000_100000;     
 			memory[104] = 32'b000000_01001_00011_00100_00000_100010;     
 			memory[108] = 32'b000000_00011_01001_00101_00000_100101;     
 			memory[112] = 32'b000000_00011_01001_00110_00000_100110;     
			memory[116] = 32'b000000_00011_01001_00111_00000_100100;     
		end
	always@(*) begin
		addr = pc;
		instr = memory[addr];
	end
endmodule
module IF_ID(input clk, 
    input [31:0] instr,
    output reg [5:0] op,
    output reg [4:0] rs,
    output reg [4:0] rt,
    output reg [4:0] rd,
    output reg [4:0] sa, 
    output reg [5:0] func,  
    output reg [15:0] imm,
    input stall
    );
    always @(posedge clk)begin
         if(stall == 0)begin
            op <= instr[31:26];
            rs <= instr[25:21];
            rt <= instr[20:16];
            rd <= instr[15:11];
            sa <= instr[10:6];
            func <= instr[5:0];
            imm <= instr [15:0];
         end
   end
endmodule
module CU(clk,op, func, rt, rs, ern, mrn, 
                wrt_reg, mem_to_reg, wrt_mem, alu_src, alu_imm, reg_d_t, alu_op, alu_ctrl, stall );     
    input clk;
    input [5:0]op;
    input [5:0]func;
    input [4:0] rt, rs, ern, mrn;
    output reg wrt_reg, mem_to_reg, wrt_mem, alu_src, alu_imm, reg_d_t;
    output reg [1:0] alu_op;
    output reg [3:0] alu_ctrl;
    output reg stall;
    assign rtype= (op == 6'b000000)?1:0;     
    assign lw   = (op == 6'b100011)?1:0;     
    assign sw   = (op == 6'b101011)?1:0;     
    assign beq  = (op == 6'b000100)?1:0;     
    assign j    = (op == 6'b000010)?1:0;     
    assign addi = (op == 6'b001000)?1:0;     
    assign andi = (op == 6'b001100)?1:0;     
    assign ori  = (op == 6'b001101)?1:0;     
    assign xori = (op == 6'b001110)?1:0;     
    assign alu_imm_w = addi | andi | ori | xori;        
    assign reg_d_t_w = rtype;
    assign wrt_reg_w = rtype|lw;
    assign mem_to_reg_w = lw;
    assign wrt_mem_w = sw;
    assign alu_src_w = sw|lw;
    assign add  = (func == 6'b100000)?1:0;
    assign sub  = (func == 6'b100010)?1:0;
    assign exor = (func == 6'b100110)?1:0;
    assign alu_add = add | lw |sw;
    assign alu_sub = sub | beq;
    assign alu_and = (func == 6'b100100)?1:0;
    assign alu_or  = (func == 6'b100101)?1:0;
    assign alu_slt = (func == 6'b101010)?1:0;    
    initial begin
        stall <= 0;
    end
    always@(*)begin
        if(stall == 1)begin
        end
        if(rs == ern || rs == mrn || rt == ern || rt == mrn)begin
            stall <= 1;
        end
        else begin
            stall <= 0;
        end
        if(alu_add == 1)begin
            alu_ctrl = 4'b0010;
        end 
        else if(alu_sub == 1)begin
            alu_ctrl = 4'b0110;
        end 
        else if(alu_and == 1)begin
            alu_ctrl = 4'b0000;
        end 
        else if(alu_or == 1)begin
            alu_ctrl = 4'b0001;
        end 
        else if(alu_slt == 1)begin
            alu_ctrl = 4'b0111;
        end
        else if(exor == 1)begin
            alu_ctrl = 4'b1111;
        end
        else begin
            alu_ctrl = 4'bXXXX;
        end
    if(stall != 1)begin
        wrt_reg <= wrt_reg_w;
        mem_to_reg <= mem_to_reg_w;
        wrt_mem <= wrt_mem_w;
        alu_src <= alu_src_w;
        alu_imm <= alu_imm_w;
        reg_d_t <= reg_d_t_w;
        alu_op = {rtype,beq};
    end
    end
endmodule    
module wrt_reg_mux(clk, rst, reg_d_t, reg_dst, reg_trgt, wrt_reg_mx, stall);
input clk, rst, stall;
input reg_d_t;
input [4:0]reg_dst; 
input [4:0]reg_trgt;
output reg [4:0] wrt_reg_mx;
always@(*)begin
    if(stall == 0)begin
        if(reg_d_t == 1)begin
            wrt_reg_mx = reg_dst;
        end
        else begin
            wrt_reg_mx = reg_trgt;
        end
    end
    else wrt_reg_mx = 'hX;
end
endmodule
module SE(clk, imm, ex_imm);
input clk;
input [15:0]imm;
output reg [31:0]ex_imm;
always @(*)begin
    ex_imm[15:0] <= imm;
    if(imm[15] == 1)begin
        ex_imm[31:16] <= 16'b1111_1111_1111_1111;
    end
    else if(imm[15] == 0) begin
        ex_imm[31:16] <= 16'b0000_0000_0000_0000;
    end
    else  ex_imm[31:16] <= 16'bx;
end
endmodule
module ID_EX(
    clk, rst, 
    wrt_reg, mem_to_reg, wrt_mem, alu_src, alu_imm, reg_d_t, alu_op, alu_ctrl,
    rd_a, rd_b,
    wrt_reg_mx,
    ex_imm,
    stall,
    ewrt_reg,
    emem_to_reg, ewrt_mem, ealu_src, ealu_imm, ereg_d_t, ealu_op, ealu_ctrl,
    erd_a, erd_b,
    ewrt_reg_mx,
    eex_imm,
    ern
    );
    input clk, rst;
    input wrt_reg, mem_to_reg, wrt_mem, alu_src, alu_imm, reg_d_t, stall; 
    input[1:0]alu_op; 
    input [3:0] alu_ctrl;
    input [31:0]rd_a, rd_b;
    input [4:0]wrt_reg_mx;
    input [31:0]ex_imm;
    output reg ewrt_reg,     
            emem_to_reg,      
            ewrt_mem,         
            ealu_src,         
            ealu_imm,         
            ereg_d_t;         
    output reg [1:0] ealu_op; 
    output reg [3:0] ealu_ctrl;
    output reg [31:0]erd_a, erd_b;   
    output reg [4:0] ewrt_reg_mx;    
    output reg [31:0]eex_imm;        
    output reg [4:0]ern;
    always @(posedge clk or posedge rst)begin
            ewrt_reg <= wrt_reg;
            emem_to_reg <= mem_to_reg;
            ewrt_mem <= wrt_mem;
            ealu_src <= alu_src;
            ealu_imm <= alu_imm;
            ereg_d_t <= reg_d_t;
            ealu_op <= alu_op;
            ealu_ctrl <= alu_ctrl;
            erd_a <= rd_a;
            erd_b <= rd_b;
            ewrt_reg_mx <= wrt_reg_mx;
            eex_imm <= ex_imm;
            ern = wrt_reg_mx;
        if(stall == 1)begin
            ewrt_reg    <= 'bX;
            emem_to_reg <= 'bX;
            ewrt_mem    <= 'bX;
            ealu_src    <= 'bX;
            ealu_imm    <= 'bX;
            ereg_d_t    <= 'bX;
            ealu_op     <= 'bX;
            ealu_ctrl   <= 'bX;
            erd_a       <= 'bX;
            erd_b       <= 'bX;
            ewrt_reg_mx <= 'bX;
            eex_imm     <= 'bX;
            ern         <= 'bX;
        end 
    end
endmodule 
module EX_mux(clk, rst, ealu_src, eex_imm, erd_b, ex_mux_out);
input clk, rst;
input ealu_src;
input [31:0]eex_imm;
input [31:0]erd_b;
output reg [31:0] ex_mux_out;
    always@* begin
        ex_mux_out <=(ealu_src == 1)? eex_imm : erd_b;
    end
endmodule
module ALU(clk, rst, erd_a, ex_mux_out, ealu_ctrl, ealu_op, alu_out);
    input clk, rst;
    input [31:0] erd_a, ex_mux_out;
    input [3:0] ealu_ctrl;
    input [1:0] ealu_op;
    output reg [31:0] alu_out;
    reg [32:0] temp;
    always@(*) begin
        case(ealu_ctrl)                                  
            4'b0000: temp <= erd_a & ex_mux_out;
            4'b0001: temp <= erd_a | ex_mux_out;
            4'b0010: temp <= erd_a + ex_mux_out;
            4'b0110: temp <= erd_a - ex_mux_out;
            4'b0111: temp <= erd_a < ex_mux_out;
            4'b1100: temp <= erd_a ~^ ex_mux_out;
            4'b1111: temp <= erd_a ^ ex_mux_out;
            default: temp <= 'bx;
        endcase
        if(ealu_ctrl == 4'b0110 && erd_a < ex_mux_out)
            alu_out = ~temp[31:0]+1;
        else alu_out = temp[31:0];
    end   
endmodule
module EXE_mem(clk,
                emem_to_reg, ewrt_mem, ewrt_reg_mx, alu_out, erd_b, ewrt_reg, 
                mmem_to_reg, mwrt_mem, mwrt_reg_mx, malu_out, mrd_b, mwrt_reg, mrn);
    input clk, emem_to_reg, ewrt_mem, ewrt_reg;
    input [4:0]ewrt_reg_mx;
    input [31:0] alu_out, erd_b;
    output reg mmem_to_reg, mwrt_mem, mwrt_reg;
    output reg [4:0]mwrt_reg_mx;
    output reg [31:0] malu_out, mrd_b;
    output reg [4:0]mrn;
    always@(posedge clk)begin
        mmem_to_reg <= emem_to_reg;
        mwrt_mem <= ewrt_mem;
        mwrt_reg_mx <= ewrt_reg_mx;
        malu_out <= alu_out;
        mrd_b <= erd_b;
        mwrt_reg <= ewrt_reg;
        mrn <= ewrt_reg_mx;
    end
endmodule
module DM(clk, mwrt_mem, malu_out, mrd_b, rd_mem);
    input clk, mwrt_mem;
    input [31:0]mrd_b, malu_out;
    output reg [31:0] rd_mem;
    reg [31:0] mem_data [0:64];
    wire [31:0] mem_addr = malu_out;
    wire [31:0] mem_wrt_data = mrd_b;
    integer i;
    initial begin
        for(i = 40; i < 64; i=i+4)
            mem_data[i] <= 0;
        mem_data[0]   = 32'hA00000AA; 
        mem_data[4]   = 32'h10000011; 
		mem_data[8]   = 32'h20000022; 
		mem_data[12]  = 32'h30000033; 
		mem_data[16]  = 32'h40000044; 
		mem_data[20]  = 32'h50000055; 
		mem_data[24]  = 32'h60000066; 
		mem_data[28]  = 32'h70000077; 
		mem_data[32]  = 32'h80000088; 
		mem_data[36]  = 32'h90000099; 
	end
	always @(*)begin
	   rd_mem <= mem_data[mem_addr];
	   if(mwrt_mem == 1'd1)begin
	       mem_data[mem_addr] = mrd_b;
	   end
	end
endmodule
module MEM_WB(clk,                                                               
                mmem_to_reg, malu_out, rd_mem, mwrt_reg, mwrt_reg_mx,
               wmem_to_reg, walu_out, wrd_mem, wwrt_reg, wwrt_reg_mx);
    input clk, mmem_to_reg, mwrt_reg;
    input [4:0] mwrt_reg_mx;
    input [31:0]malu_out;
    input [31:0] rd_mem;
    output reg wmem_to_reg, wwrt_reg;
    output reg [31:0] walu_out;
    output reg [31:0] wrd_mem;
    output reg [4:0]  wwrt_reg_mx;
    always@(posedge clk)begin
        wmem_to_reg <= mmem_to_reg;
        wrd_mem <= rd_mem;
        walu_out <= malu_out;
        wwrt_reg <= mwrt_reg;
        wwrt_reg_mx <= mwrt_reg_mx;
    end
endmodule
module WB_mux(clk,wmem_to_reg, walu_out, wrd_mem, DM_mux_out);   
    input clk, wmem_to_reg;
    input [31:0]walu_out, wrd_mem;
    output reg [31:0]DM_mux_out;          
    always @* begin
        DM_mux_out <=(wmem_to_reg == 1'b1)? wrd_mem : walu_out;
    end
endmodule
module RM(clk, rst, updt, wrt_reg, rs, rt, rd_a, rd_b, wrt_addr, wrt_data);
    input clk;
    input rst;
    input updt;
    input wrt_reg;
    input [4:0]rs;
    input [4:0]rt;
    input [4:0]wrt_addr;
    input [31:0]wrt_data;
    output reg [31:0]rd_a;
    output reg [31:0]rd_b;
    reg [31:0]r[0:31]; 
    integer i;
    initial begin
         r[0] = 32'h00000000;
         r[1] = 32'hA00000AA;
         r[2] = 32'h10000011;
         r[3] = 32'h20000022;
         r[4] = 32'h30000033;
         r[5] = 32'h40000044;
         r[6] = 32'h50000055;
         r[7] = 32'h60000066;
         r[8] = 32'h70000077;
         r[9] = 32'h80000088;
         r[10]= 32'h90000099;
    end
    always @(*)begin
        if((wrt_reg == 1))begin
            r[wrt_addr] <= wrt_data;
        end 
        rd_a <= r[rs];
        rd_b <= r[rt];
    end   
endmodule
--- /design/flow/constraint.sdc ---
current_design DM

set clk_period 14.2
set clk_io_pct 0.2

create_clock -name clk0 -period $clk_period

set non_clock_inputs [all_inputs -no_clocks]
set_input_delay [expr $clk_period * $clk_io_pct] -clock clk0 $non_clock_inputs
set_output_delay [expr $clk_period * $clk_io_pct] -clock clk0 [all_outputs]
==> results_slide.txt <==
Flow Results at a Glance

Outcome
  • Status: finished, final reports clean

Global routing
  • GRT Resource Usage Total: 52.96%
  • GR Overflow Total: 0
  • Global-route wire length before repair: 320,500 um
  • Largest net degree at the start of global routing: 87
  • Vias in the first global route: 37,260
  • Initial antenna violation count: 31

Logic synthesis
  • Ys flop type: dlxtn_1
  • Post-synth area hogs: dlxtn_1 67%, a22oi_1 8.7%, nand3_1 3.2%, nand4_1 1.8%, a22o_1 1.4%
  • Max-area cell share: 66.60%
  • Synthesis area per yosys: 46,850 sq um
  • Synth Instances: 4,467
  • Top cells by count: 2,080 x dlxtn_1, 546 x a22oi_1, 296 x nand3_1
  • # Cells Yosys: 4,467
  • Synth cell types: 82
  • Synth Area per Inst: 10.49 sq um
  • Yosys reg bits: 2,080
  • Post-synth EDFFs: 0
  • Post-Syn Area: 46,850 sq um
  • Most frequent cell after synthesis: dlxtn_1
  • Post-synth top area cell: dlxtn_1
  • Async S/R FF share, synth: 0%
  • YS warnings: 2

Setup path
  • Crit path required time: 11.36 ns
  • Crit start category: input port
  • CP endpoint kind: output port
  • CP Data Arrival Time: 8.60 ns
  • WS Path Type: input port to output port
  • Critical path peak fanout: 23

Timing
  • Register pins left without a clock: 2,080
  • Slew Viols, Final: 0
  • Final cycle utilization of the critical path: 80.56%
  • Fin Setup TNS: 0 ns
  • Final count of hold timing violations: 0
  • Slew HR: 5.644%
  • Endpoints left unconstrained: 2,080
  • Unrepaired setup endpoints after global routing: no
  • Fmax: 87.41 MHz
  • Final Setup Violations: 0
  • Minimum clock period after layout: 11.44 ns
  • Slew @ Worst Pin: 1.410 ns

Die
  • Row count: 111
  • Ports: 98
  • Core outline area: 92,220 sq um
  • Die y size: 308.1 um
  • Fp_density: 50.80%
  • Die ar.: 94,920 sq um
  • Die Wd: 308.1 um

Power and ir drop
  • Int Power: 0.0005322 W
  • Max VDD drop: 0.02413 mV
  • P per Cell Area: 19.78 nW/um^2
  • NetSw: 0.0004510 W
  • Sw frac: 45.87%
  • Static leakage: 22.19 nW

Finish
  • Register with the highest flop count: mem_data
  • Logic cell area: 14,350 sq um
  • FF+latch area: 31,230 sq um
  • Area delta synth->final: 6.103%
  • Max reg flops: 2,080
  • Fillcell total: 8,263
  • Largest regs: mem_data: 2080 flops
  • Share of post-route cells with drive strength above 1: 10.04%
  • Fin util: 53.90%

Placement
  • DP Wirelength: 138,800 um
  • RD Place Congestion: 1.054
  • Buffers on Ports: 72

Run
  • Max-cap violation count: 0
  • Tool warnings: 58

Detailed routing
  • Via/cell ratio: 7.270
  • Vias: 41,750
  • Drc violations: 0
  • Post-route ant nets: 0
  • DR WL/cell: 41.63 um
  • Iteration-0 DRC Markers: 5,152
  • Drt pass-1 iters: 9
  • Routed WL: 239,100 um

Clock network
  • Hold_buf cts: 0
  • Setup Fix Bufs, Post-CTS: 0
  • Post-CTS sizing: 0

Hold path
  • Min-Delay Path Class: input port to output port
==> cell type report <==
type	count	share of cell area, %
Sequential cell	2080	62.83
Tap cell	1243	3.129
Inverter	8	0.06041
Multi-Input combinational cell	2058	28.87
Antenna cell	39	0.1963
Timing Repair Buffer	315	4.914
==> metrics by stage <==
stage / std cells / setup slack, ns / hold WS [ns] / instance area (sq um) / total power, W
2_1_floorplan: 4467 / 6.496 / 6.144 / 46850 / 0.0006498
3_3_place_gp: 5704 / 3.147 / 7.126 / 49610 / 0.0009428
3_5_place_dp: 5704 / 3.203 / 7.119 / 49610 / 0.0009511
4_1_cts: 5704 / 3.171 / 7.133 / 49610 / 0.0009544
5_1_grt: 5711 / 2.854 / 7.293 / 49630 / 0.001016
6_report: 5743 / 2.760 / 7.278 / 49710 / 0.0009832
==> routing by layer <==
metal  wire (um)  track usage, %
met5         138               0
met2       94870           68.44
met3       43860           35.25
met1       80760           66.01
met4       19470           32.57
==> path summary, 6_finish.rpt <==
kind,cells after the start,end,slack (ns),from
worst min-delay path,6,rd_mem[14],7.28,malu_out[5]
worst max-delay path,12,rd_mem[14],2.76,malu_out[6]
==> cell families (layout without fill, tap and decap cells) <==
group,count (synthesis),in the layout,synth area share [%]
AND-OR/OR-AND,1053,1053,17.04
other,0,39,0
buffers and inverters,329,323,3.440
AND/OR/NAND/NOR,932,932,11.13
latches,2080,2080,66.60
multiplexers,73,73,1.728
==> worst max-delay path, stage by stage <==
cell and delay (ns):
clkdlybuf4s50_1 0.45, buf_4 0.34, or3b_4 0.59, buf_4 0.48, o22ai_1 0.15, nor4b_2 0.40, o2111ai_2 0.23, buf_4 0.32
or3_2 0.78, buf_4 0.42, a41oi_1 0.80, clkdlybuf4s50_1 0.66
==> layout by cell type (no fill, tap or decap), types with 7 or more instances in the layout <==
cell / instances
a2111oi_0: 26
a21oi_1: 83
a221oi_1: 32
a222oi_1: 57
a22o_1: 73
a22oi_1: 546
a31oi_1: 29
a32oi_1: 32
a41oi_1: 24
and3_1: 59
buf_2: 33
buf_4: 242
clkdlybuf4s50_1: 34
diode_2: 39
dlxtn_1: 2080
inv_1: 7
mux2_2: 34
mux2_4: 7
mux2i_1: 31
nand2_1: 65
nand2_2: 65
nand3_1: 296
nand3b_1: 10
nand4_1: 137
nor2_1: 61
nor2_2: 19
nor2b_1: 13
nor3_1: 34
nor3b_1: 8
nor4_1: 90
o211ai_1: 19
o21ai_0: 32
o22ai_1: 47
o2bb2ai_1: 10
Power and IR drop assume default switching activity.
